==> ./design.v <==
`timescale 1ns / 1ps
module PC (	
		input wire 	   clk,reset,
		input wire [31:0]  PCNext,
		output wire [31:0] PC );
   reg [31:0] 			   PCReg;
   always@(posedge clk or posedge reset)
     begin
	if (reset) PCReg <= 0;
	else PCReg <= PCNext;
     end	
   assign PC = PCReg;
endmodule
==> ./run.sh <==
#!/bin/bash
# OpenROAD 26Q1-2900-gdf79404cd8, Yosys 0.63+post, stock flow scripts
make -C /OpenROAD-flow-scripts/flow DESIGN_CONFIG=/design/flow/config.mk WORK_HOME=/design/flow/orfs finish
==> ./config.mk <==
export PLATFORM = sky130hd
export DESIGN_NAME = PC
export DESIGN_NICKNAME = PC
export VERILOG_FILES = /design/flow/design.v
export SDC_FILE = /design/flow/constraint.sdc
export NUM_CORES = 4
export LEC_CHECK = 1
export CORE_AREA = 10 10 106 106
export DIE_AREA = 0 0 116 116
==> ./constraint.sdc <==
current_design PC

set clk_period 1.0
set clk_io_pct 0.2

create_clock -name clk0 -period $clk_period [get_ports {clk}]

set non_clock_inputs [all_inputs -no_clocks]
set_input_delay [expr $clk_period * $clk_io_pct] -clock clk0 $non_clock_inputs
set_output_delay [expr $clk_period * $clk_io_pct] -clock clk0 [all_outputs]
==> flow_metrics.py <==
# Physical implementation metrics
metrics = {
    "timing": {
        "maxSlewViolCount": 0,
        "hold_slack_ps": 265,
        "setup_slack_ps": 41.6,
        "setup_viol": 0,
        "slew-limit-headroom_pct": 88.6,
        "hold_viol": 0,
        "tightest_slew_ps": 172,
        "fmaxAchievable_mhz": 1040,
        "rsz0062_at_grt": "yes",
        "fin_crit_ps": 958,
        "period_used_pct": 95.8,
    },
    "critical_path": {
        "path_cells": "buf_2",
        "worstPathArrival_ps": 760,
        "cp-end-kind": "output pin",
        "start_kind": "flop",
        "slowest_delay_ps": 370,
        "cp_max_fo": 1,
        "slowest_stage": "dfrtp_1",
        "path_buffers": 1,
        "critPathRequiredTime_ps": 800,
        "crit_type": "reg -> out",
        "cpLargestDelayFamily": "flip-flops",
    },
    "logic_synthesis": {
        "ys_top_cells_by_count": "dfrtp_1, inv_1",
        "yosysTopAreaCell": "dfrtp_1",
        "syn_area_per_cell_um2": 24.4,
        "edf_count": 0,
        "synth.most_common_cell": "dfrtp_1",
        "yosysWarnings": 1,
        "synthFlopType": "dfrtp_1",
        "syn_inst": 33,
        "ys_types": 2,
        "synth.top_cell.area_share_pct": 99.5,
        "synth_area_um2": 805,
        "ys_area_um2": 805,
        "synth_stat.cells": 33,
        "top_cells_by_area": "dfrtp_1, inv_1",
        "async_flop_share_pct": 100,
        "synth_seq_share_pct": 99.5,
        "synth_flops": 32,
    },
    "die": {
        "die_w_um": 116,
        "ios": 66,
        "core-area_mm2": 0.00885,
        "num_rows": 34,
        "chip_area_mm2": 0.0135,
        "die_h_um": 116,
        "initial_utilization_pct": 9.09,
    },
    "final_layout": {
        "final_util_pct": 17.4,
        "largest_register_ffs": 32,
        "comb_area_um2": 0,
        "logic_gate_count": 0,
        "reg.largest.list": "PCReg x32",
        "n_fill_cell": 990,
        "regMostFlops": "PCReg",
        "finalNonFillerCells": 215,
        "syn_to_final_growth_pct": 91.4,
        "drive_above_1_share_pct": 36.4,
    },
    "detailed_routing": {
        "drc": 0,
        "first_pass_iters": 2,
        "initialDrtViolationCount": 8,
        "wl_per_cell_um": 12.1,
        "vias": 552,
        "diodes": 0,
        "ant_nets": 0,
        "wl_um": 2600,
        "viasPerCell": 2.57,
    },
    "cts": {
        "cts_buffers": 5,
        "clockBufferDepth": 2,
        "clk_pin_slew_ps": 60,
        "htreeDepth": 2,
        "tritoncts": "done",
        "root_buffer": "clkbuf_8",
        "clock-sinks": 32,
    },
    "placement": {
        "port_buffers": 65,
        "dp_cells": 207,
        "dp_slack_ps": -23.7,
        "place_congestion": 0.648,
    },
    "grt": {
        "grt_use_total_pct": 3.64,
        "grt_pass1_vias": 647,
        "antenna_found_initial": 0,
        "grt_first_pass_wirelength_um": 3750,
        "overflow": 0,
        "grt_max_degree": 33,
    },
    "status": {
        "outcome": "complete, no violations",
    },
    "min_path": {
        "hp-class": "in -> async",
    },
    "power": {
        "fin_total_pwr_mw": 2.57,
        "ir_drop_uv": 417,
        "power.leakage_nw": 0.688,
        "power_density_mw_per_mm2": 1670,
    },
    "run": {
        "warnings": 26,
        "cap_violations": 0,
    },
}
==> layer usage <==
metal / part of all wire [%] / global-route usage (%) / vias to the layer above
li1: - / - / 243
met1: 40 / 4.30 / 259
met4: 0 / 0.250 / 0
met3: 19 / 3.40 / 0
met2: 41 / 4.97 / 50
met5: 0 / 0 / -
==> metrics by stage <==
step,area (µm²),TNS [ps]
CTS,1540,0
detailed placement,1610,-73.5
global placement,1610,-68.4
floorplan,805,0
finish,1540,0
global route,1540,-9.30
==> path summary, 6_finish.rpt <==
kind | from | endpoint | cells past startpoint
min in group clk0 | PCNext[19] | PCReg[19] | 1
max | PCReg[19] | PC[19] | 1
min | reset | PCReg[5] | 3
max in group asynchronous | reset | PCReg[21] | 3
==> logic make-up after synthesis <==
family / synth area share [%]
buf+inv: 0.466
flops: 99.5
==> cell usage in the layout, fill, tap and decap left out <==
| cell | count |
|---|---|
| dfrtp_1 | 32 |
| inv_1 | 1 |
| buf_12 | 1 |
| clkbuf_1 | 2 |
| buf_2 | 32 |
| clkbuf_8 | 6 |
| clkdlybuf4s50_1 | 33 |
==> power by group <==
part	total, mW	switching [mW]	internal [mW]
logic	0.221	0.0598	0.161
registers	1.37	0.0146	1.36
clock network	0.974	0.414	0.560
total	2.57	0.488	2.08
==> timing repair <==
action / CTS / global route
buffers inserted: 0 / 0
gates resized: 100 / 0
hold buffers: 0 / 0
endpoints found under the setup margin: 32 / 3
==> layout make-up <==
type | instances | area (µm²) | share of cell area (%)
sequential | 32 | 801 | 52.0
timing repair buffer | 66 | 510 | 33.1
clock buffer | 8 | 90.1 | 5.85
inverter | 1 | 3.75 | 0.244
tap | 108 | 135 | 8.77
Power is estimated from default activity; no workload was simulated.
