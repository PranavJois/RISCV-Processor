## design/flow/config.mk

```make
export PLATFORM = sky130hd
export DESIGN_NAME = Data_Memory
export DESIGN_NICKNAME = Data_Memory
export VERILOG_FILES = /design/flow/design.v
export SDC_FILE = /design/flow/constraint.sdc
export NUM_CORES = 4
export LEC_CHECK = 1
export CORE_UTILIZATION = 50
```

## design/flow/constraint.sdc

```tcl
current_design Data_Memory

set clk_period 53.6
set clk_io_pct 0.2

create_clock -name clk0 -period $clk_period [get_ports {clk}]

set non_clock_inputs [all_inputs -no_clocks]
set_input_delay [expr $clk_period * $clk_io_pct] -clock clk0 $non_clock_inputs
set_output_delay [expr $clk_period * $clk_io_pct] -clock clk0 [all_outputs]
```

## design/flow/design.v

```verilog
`timescale 1ns / 1ps
module Data_Memory(
		   input wire 	      clk, WE,
		   input wire [31:0]  A, WD,
		   output wire [31:0] RD
		   );
   reg [31:0] 			      RAM[63:0];
   assign RD = RAM[A[31:2]];  
initial begin
   RAM[32'h00_00_00_00]  = 32'hFACEFACE;
   RAM[1]  = 32'h00000002; 
   RAM[2]  = 32'h00000003; 
   RAM[63] = 32'h000000063;   
end
   always @(posedge clk)
     if (WE)
       RAM[A[31:2]] <= WD;
endmodule
```

## design/flow/run.sh

```bash
#!/bin/bash
# OpenROAD 26Q1-2900-gdf79404cd8, Yosys 0.63+post, stock flow scripts
make -C /OpenROAD-flow-scripts/flow DESIGN_CONFIG=/design/flow/config.mk WORK_HOME=/design/flow/orfs finish
```

==> impl_metrics.env <==
# physical design summary
export IMPL_outcome="completed"
export IMPL_drtPass1Iterations=7
export IMPL_drc_errors=0
export IMPL_cp_common_cell="buf_4"
export IMPL_cts_sinks=2048
export IMPL_tns_ns=0
export IMPL_min_period_ns=26.16
export IMPL_finalCritPeriodShare=0.4881
export IMPL_p_total_mw=3.335
export IMPL_p_int_mw=2.610
export IMPL_edf_count=2048
export IMPL_holdBufCountCts=0
export IMPL_fmax_mhz=38.22
export IMPL_cts_root_buf="clkbuf_16"
export IMPL_crit_family="buffers and inverters"
export IMPL_clkTransAtPathRegs_ns=0.06
export IMPL_leakage_nw=28.38
export IMPL_wl_met2_um=98090
export IMPL_top_layer="met5"
export IMPL_hp_start="WD[16]"
export IMPL_hold_violations=0
export IMPL_grt_usage=0.3117
export IMPL_p_comb_frac=0.056
export IMPL_via_per_inst=6.322
export IMPL_chipArea_um2=158200
export IMPL_core_region_area_um2=154800
export IMPL_p_clk_frac=0.411
export IMPL_antenna_found_initial=18
export IMPL_seqPwrFrac=0.532
export IMPL_rsz0062_at_grt="false"
export IMPL_cp_slowest_cell="o21ai_0"
export IMPL_hold_path_class="in -> reg"
export IMPL_syn_to_final_growth_pct=13.32
export IMPL_fillers=11160
export IMPL_async_flop_share=0
export IMPL_avgSynthCellArea_um2=18.61
export IMPL_hold_ws_ns=10.20
export IMPL_ctsHtreeMaxLevel=4
export IMPL_whs_endpoint="RAM[49][16]"
export IMPL_largest_reg_flops=2048
export IMPL_tool_warnings=52
export IMPL_setup_viol=0
export IMPL_startpoint_type="input pin"
export IMPL_ir_worst_vdd_uv=30.64
export IMPL_cap_violations=0
export IMPL_slew_headroom=0.3116
export IMPL_yosysSeqAreaShare=0.7856
export IMPL_die_x_um=397.7
export IMPL_p_sw_frac=0.2174
export IMPL_routed_wl_um=216900
export IMPL_worstPathRequired_ns=42.88
export IMPL_gp_congestion=0.9738
export IMPL_dp_hpwl_um=123000
export IMPL_path_buffers=6
export IMPL_ys_cells=4207
export IMPL_p_switching_uw=725.1
export IMPL_wl_met3_um=38450
export IMPL_numCtsBuffers=202
export IMPL_netlist_instances=4207
export IMPL_grt_max_degree=92
export IMPL_die_h_um=397.7
export IMPL_post_cts_buffers=0
export IMPL_drt_met1_wl_um=70400
export IMPL_report_final_slew_viol_count=0
export IMPL_worst_slew_pin_slew_ns=1.022
export IMPL_ys_area_um2=78290
export IMPL_cts_tree="done"
export IMPL_portBuffers=71
export IMPL_end_kind="output port"
export IMPL_min_path_cells=1
export IMPL_synth_area_um2=78290
export IMPL_ys_types=55
export IMPL_grt_pass1_wl_um=309600
export IMPL_crit_type="in -> out"
export IMPL_io_pins=98
export IMPL_cts_resized=0
export IMPL_row_count=144
export IMPL_drive_gt1_frac=0.1857
export IMPL_cpPeakStageDelay_ns=0.66
export IMPL_synth_seq_cells=2048
export IMPL_wl_per_cell_um=32.76
export IMPL_initialDrtViolationCount=2590
export IMPL_vias=41860
export IMPL_clockBufferDepth=3
export IMPL_synth_main_ff_cell="edfxtp_1"
export IMPL_final_antenna_net_count=0
export IMPL_yosys_warnings=1
export IMPL_fp_util=0.5058
export IMPL_crit_fanout=45
export IMPL_path_cells="buf_8 > buf_4 > nor2_4 > buf_4 > buf_4 > buf_4 > a221oi_1 > o21ai_0 > a22oi_1 > nand3_1 > clkdlybuf4s50_1"
export IMPL_grt_overflow=0
export IMPL_worstPathArrival_ns=15.44
export IMPL_grt_pass1_vias=43940
export IMPL_power_density_nw_per_um2=37.59
power by group through the flow:
stage	Clock [mW]	Combinational, mW	Sequential [mW]
CTS	1.39	0.187	1.78
global route	1.45	0.200	1.78
finish	1.37	0.188	1.78
synth_stat cells, types with 28 or more instances:
master       n  share of area
a21oi_1    121         0.0077
a31oi_1     43         0.0034
o21ai_0     84         0.0054
a22oi_1    188          0.018
o22a_1      70         0.0078
buf_1       33         0.0016
mux4_2      96          0.028
a221oi_1   175          0.020
mux2i_1    259          0.033
nand3_1     54         0.0035
clkbuf_1   168         0.0081
and3_1      85         0.0068
nand2_1     28         0.0013
mux2_2     147          0.021
o22ai_1     93         0.0074
buf_2       83         0.0053
a22o_1      66         0.0074
edfxtp_1  2048           0.79
nor2_1     145         0.0070
cell type report:
class,instances,area (um2),share of cell area
antenna,32,80.08,0.0009026
clock buffer,252,5306,0.05981
clock inverter,122,1130,0.01274
inverter,2,15.01,0.0001692
multi-input combinational,1859,16100,0.1815
sequential,2048,61500,0.6932
tap,2044,2557,0.02883
timing repair buffer,262,2024,0.02282
cell families (layout without fill, tap and decap cells):
kind of cell,after synthesis,in the layout,share of synthesized area
and+or+nand+nor,424,424,0.02829
AOI/OAI and AO/OA,933,933,0.08733
muxes,502,502,0.08188
buffers and inverters,300,638,0.01696
DFF,2048,2048,0.7856
other,0,32,0
layout by cell type (no fill, tap or decap), types with 15 or more instances in the layout:
master / count
bufinv_16: 16
mux2_2: 147
a211oi_1: 17
nor2_1: 77
clkdlybuf4s50_1: 36
clkbuf_1: 47
a221oi_1: 175
o21ai_0: 84
nand3_1: 53
clkinv_1: 48
a31oi_1: 43
o22ai_1: 93
o2bb2ai_1: 15
a22o_1: 66
nor2_4: 67
diode_2: 32
or4_1: 15
nand2b_1: 15
a221o_1: 15
a21oi_1: 121
buf_2: 32
a222oi_1: 16
buf_4: 189
a22oi_1: 188
nand2_1: 27
o22a_1: 70
nor3_1: 19
clkbuf_16: 205
mux4_2: 96
clkinv_2: 38
and3_1: 85
edfxtp_1: 2048
mux2i_1: 259
per-layer routing:
layer / track usage / up-vias
met5: 0.03662 / -
met4: 0.1001 / 28
met3: 0.2377 / 432
met2: 0.4252 / 2556
met1: 0.4073 / 20890
li1: - / 17960
metrics by stage:
step / setup WS, ns / std cells / area [um2] / utilization
floorplan: 30.05 / 4207 / 78290 / -
global placement: 27.46 / 6215 / 82200 / 0.5311
detailed placement: 27.42 / 6215 / 82200 / 0.5311
CTS: 27.43 / 6589 / 88640 / 0.5727
global route: 27.16 / 6612 / 88690 / 0.5731
finish: 27.44 / 6621 / 88720 / 0.5732
worst max-delay path by stage:
stage | from | to | slack (ns) | depth (start not counted)
final | A[4] | RD[10] | 27.44 | 11
after global routing | A[3] | RD[14] | 27.16 | 13
after CTS | A[3] | RD[14] | 27.43 | 13
No activity file was given, so power comes from the tool's default toggle rates.
