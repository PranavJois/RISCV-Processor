<file path="/design/flow/run.sh">
#!/bin/bash
# OpenROAD 26Q1-2900-gdf79404cd8, Yosys 0.63+post, stock flow scripts
make -C /OpenROAD-flow-scripts/flow DESIGN_CONFIG=/design/flow/config.mk WORK_HOME=/design/flow/orfs finish
</file>
<file path="/design/flow/config.mk">
export PLATFORM = sky130hd
export DESIGN_NAME = ImmGen
export DESIGN_NICKNAME = ImmGen
export VERILOG_FILES = /design/flow/design.v
export SDC_FILE = /design/flow/constraint.sdc
export NUM_CORES = 4
export LEC_CHECK = 1
export CORE_AREA = 10 10 70 70
export DIE_AREA = 0 0 80 80
</file>
<file path="/design/flow/constraint.sdc">
current_design ImmGen

set clk_period 3.5
set clk_io_pct 0.2

create_clock -name clk0 -period $clk_period

set non_clock_inputs [all_inputs -no_clocks]
set_input_delay [expr $clk_period * $clk_io_pct] -clock clk0 $non_clock_inputs
set_output_delay [expr $clk_period * $clk_io_pct] -clock clk0 [all_outputs]
</file>
<file path="/design/flow/design.v">
module ImmGen (
    input  logic [31:0] instr,    
    input  logic [2:0] ImmSrc,    
    output logic [31:0] imm_out   
);
    always_comb begin
        case (ImmSrc)
            3'b000:  
                imm_out = {{20{instr[31]}}, instr[31:20]};
            3'b001:  
                imm_out = {{20{instr[31]}}, instr[31:25], instr[11:7]};
            3'b010:  
                imm_out = {{19{instr[31]}}, instr[31], instr[7], instr[30:25], instr[11:8], 1'b0};
            3'b011:  
                imm_out = {instr[31:12], 12'b0};
            3'b100:  
                imm_out = {{11{instr[31]}}, instr[31], instr[19:12], instr[20], instr[30:21], 1'b0};
            default: 
                imm_out = 32'b0;
        endcase
    end
endmodule
</file>
==> impl_metrics.csv <==
group,metric,value,unit
status,outcome,"finished clean",
worst_setup_path,cp_max_fo,12,
final_timing,fmax,301,MHz
finish,regArea,0,um^2
worst_setup_path,worstSetupPathType,"in2out",
global_routing,grt_max_degree,13,
finish,n_clock_buffer,0,
global_routing,grt_pass1_wl,4030,um
global_routing,antenna_found_initial,0,
placement,post-dp-hpwl,2230,um
job,drv_cap,0,
logic_synthesis,avgSynthCellArea,5.75,um^2
drt,via_per_inst,4.36,
drt,wl_met1,1100,um
clock_network,post_cts_buffers,0,
job,warning_count,39,
worst_setup_path,arrival,2620,ps
power,ir_drop,36.7,uV
global_routing,grt_overflow,0,
finish,final_area,1160,um^2
finish,layout-drive-gt1-share,7.48,%
finish,final_cell_mix,"clkdlybuf4s50_1 (60), nand2_1 (22), a21oi_1 (17), o22ai_1 (12), nor2b_1 (6)",
placement,place.gp.congestion,0.764,
worst_setup_path,cp-start-kind,"input port",
final_timing,fin_crit_sh,94.9,%
placement,port_buffers,60,
logic_synthesis,yosys-stat-area,541,um^2
finish,syn2layout_area_growth,115,%
final_timing,final-setup-viol-count,0,
drt,wl_per_cell,13.6,um
final_timing,drv_slew,0,
global_routing,grt_pass1_vias,749,
floorplan,io_pins,67,
finish,flops,0,
logic_synthesis,synth_area,541,um^2
finish,mostFrequentLayoutCell,"clkdlybuf4s50_1",
floorplan,die_w,80,um
logic_synthesis,ys_seq_share,0,%
drt,dr_wl_met2,1330,um
drt,final_antenna_net_count,0,
final_timing,hold_viol,0,
logic_synthesis,ys_types,20,
logic_synthesis,synthCells,94,
floorplan,die-area,6400,um^2
final_timing,fin_ws,179,ps
final_timing,fin_crit,3320,ps
placement,place_area,1160,um^2
logic_synthesis,ys_cells,94,
drt,initialDrtViolationCount,28,
floorplan,core_region_area,3420,um^2
global_routing,grt_usage,7.62,%
worst_hold_path,worst_hold_path_type,"in2out",
power,p_leak,0.464,nW
logic_synthesis,yosys_warnings,1,
drt,wirelength,2620,um
floorplan,rows,21,
worst_setup_path,required,2800,ps
final_timing,rsz0062_at_grt,"false",
clock_network,ctsHoldBuffers,0,
final_timing,fin_tns_setup,0,ps
drt,dr_wl_met3,197,um
drt,dr.pass1.iters,6,
worst_setup_path,end_kind,"output port",
drt,vias,841,
placement,post-place-ws,102,ps
final_timing,worst-slew-pin-transition,479,ps
drt,highest_layer,"met3",
power,power_density,126,nW/um^2
floorplan,core_util_floorplan,15.8,%
clock_network,cts.repair.resized,0,
floorplan,die_h,80,um
drt,drc,0,
final_timing,relSlewSlack,68.0,%
drt,n_antenna_cell,0,
-- critical path, stage by stage --
cell and delay, ps:
clkdlybuf4s50_1 770, and2_1 380, a21oi_1 110, o22ai_1 170, clkdlybuf4s50_1 490
-- final cells by class --
class / instances / area [um^2]
Tap cell: 46 / 57.6
Timing Repair Buffer: 64 / 631
Multi-Input combinational cell: 78 / 455
Inverter: 5 / 18.8
Fill cell: 370 / 2250
-- power breakdown --
group | internal, W | switching, W
Sequential | 0 | 0
Combinational | 0.0000998 | 0.0000471
Clock | 0 | 0
-- Yosys cell counts --
master     n  area share, %
a21oi_1   17             16
nand2b_4   1            2.5
maj3_2     1            2.1
mux2i_1    1            1.9
and2_1     1            1.2
o21ai_0    1           0.93
inv_1      5            3.5
nand2b_1   5            5.8
and3b_1    1            1.6
buf_6      3            6.2
nor3_1     1           0.93
o22ai_1   12             14
o32ai_1    1            1.6
buf_2      4            3.7
clkbuf_1   4            2.8
nor2b_1    7            8.1
and2b_1    2            2.8
nand2_1   22             15
mux2_2     4            8.3
and2_0     1            1.2
-- cell families after synthesis --
kind of cell / count (synthesis) / synth area share [%]
and+or+nand+nor: 41 / 39.4
muxes: 5 / 10.2
adders and majority gates: 1 / 2.08
AOI/OAI and AO/OA: 31 / 32.2
buffers and inverters: 16 / 16.2
-- path summary, 6_finish.rpt --
kind                 endpoint      start  cells after the start  slack [ps]
setup / recovery  imm_out[13]  ImmSrc[0]                      5         180
hold / removal    imm_out[27]  instr[27]                      4        2320
-- routing by layer --
metal,vias up,track usage (%)
met3,0,1.93
li1,426,-
met1,389,9.95
met5,-,0
met2,26,13.0
met4,0,0
-- metrics by stage --
step	hold WS, ps	util (%)	cells	power, W
2_1_floorplan	1450	-	94	0.0000504
3_5_place_dp	2320	34.0	193	0.000150
5_1_grt	2360	34.0	193	0.000163
4_1_cts	2330	34.0	193	0.000150
6_report	2320	34.0	193	0.000147
3_3_place_gp	2320	34.0	193	0.000148
Power is estimated from default activity; no workload was simulated.
